==> flow/design.v <==
typedef struct packed
{
 logic full, empty, nearly_full, nearly_empty;
} fifov_flags_t;
module comb_matrix_arb_next_state (state, grant, new_state);
   parameter size=4;
   input [size*size-1:0] state;
   input [size-1:0] grant;
   output [size*size-1:0] new_state;
   genvar i,j;
   generate
   for (i=0; i<size; i=i+1) begin:ol2
      for (j=0; j<size; j=j+1) begin:il2
         assign new_state[j*size+i]= (state[j*size+i]&&!grant[j])||(grant[i]);
      end
   end
   endgenerate
endmodule  
module matrix_arb (request, grant, success, clk, rst_n);
   parameter size= 4;
   parameter multistage = 0;
   parameter grant_hold = 0;
   parameter priority_support = 0;
   input [size-1:0] request;
   output [size-1:0] grant;
   input success;
   input clk, rst_n; 
   genvar i,j;
   logic [size-1:0] req;
   logic [size-1:0] newgrant;
   logic [size*size-1:0] next_state, current_state;
   logic [size-1:0] pri [size-1:0];
   logic [size*size-1:0] new_state;
   logic [size*size-1:0] state;
   logic  update;
   genvar r;
   integer k;
   assign req = request;
   generate
   for (i=0; i<size; i=i+1) begin:ol1
      for (j=0; j<size; j=j+1) begin:il1
         if (j==i) 
           assign pri[i][j]=req[i];
         else 
           if (j>i)
             assign pri[i][j]=!(req[j]&&state[j*size+i]);
           else
             assign pri[i][j]=!(req[j]&&!state[i*size+j]);
      end
      assign grant[i]=&pri[i];
   end
   endgenerate
   generate
   if (multistage==2) begin
      assign state = success ? next_state : current_state;
   end else begin
      assign state = current_state;
   end
   endgenerate
   comb_matrix_arb_next_state #(size) calc_next (.*);
   always@(posedge clk) begin
     if (!rst_n) begin
        current_state<='1;  
	next_state<='1;  
     end else begin
	if (multistage==2) begin
	   update<=|req;
	   if (|req) begin
	      next_state <= new_state;
	   end
	   if (update) begin
	      current_state <= state;
	   end
	end else begin
	   if ((multistage==1)&!success) begin
	   end else begin
              if (|req) begin
		 current_state<=new_state;
              end
	   end
	end 
     end
   end
endmodule
==> flow/run.sh <==
#!/bin/bash
# OpenROAD 26Q1-2900-gdf79404cd8, Yosys 0.63+post, stock flow scripts
make -C /OpenROAD-flow-scripts/flow DESIGN_CONFIG=/design/flow/config.mk WORK_HOME=/design/flow/orfs finish
==> flow/config.mk <==
export PLATFORM = sky130hd
export DESIGN_NAME = matrix_arb
export DESIGN_NICKNAME = matrix_arb
export VERILOG_FILES = /design/flow/design.v
export SDC_FILE = /design/flow/constraint.sdc
export NUM_CORES = 4
export LEC_CHECK = 1
export CORE_AREA = 10 10 70 70
export DIE_AREA = 0 0 80 80
==> flow/constraint.sdc <==
current_design matrix_arb

set clk_period 1.8
set clk_io_pct 0.2

create_clock -name clk0 -period $clk_period [get_ports {clk}]

set non_clock_inputs [all_inputs -no_clocks]
set_input_delay [expr $clk_period * $clk_io_pct] -clock clk0 $non_clock_inputs
set_output_delay [expr $clk_period * $clk_io_pct] -clock clk0 [all_outputs]
==> flow_metrics.env <==
# physical design summary
export IMPL_placed_area_um2=534
export IMPL_skew_ps=1.31
export IMPL_hold_ws_ps=481
export IMPL_timing_final_crit_share_pct=95.5
export IMPL_timing_fmax_ghz=0.581
export IMPL_p_total_mw=0.407
export IMPL_rows=21
export IMPL_cts_buffers=3
export IMPL_die_h_um=80
export IMPL_design_area_um2=622
export IMPL_period_minus_slack_ps=1720
export IMPL_irDropWorstVdd_v=0.000173
export IMPL_grt_max_degree=6
export IMPL_rsz0062_at_grt="false"
export IMPL_fp_util_pct=9.56
export IMPL_largest_area_cell="dfxtp_1"
export IMPL_ios=11
export IMPL_synth_top_cell_area_share_pct=36.8
export IMPL_largest_reg_flops=6
export IMPL_yosys_top_cells_count="dfxtp_1, inv_1, nand2b_1, nand3_1"
export IMPL_antenna_found_initial=0
export IMPL_edf_count=0
export IMPL_clk_path_buf_depth=2
export IMPL_yosys_stat_area_um2=327
export IMPL_cts_root_buffer="clkbuf_4"
export IMPL_dpl_hpwl_um=766
export IMPL_start_kind="flop"
export IMPL_ys_seq_share_pct=36.8
export IMPL_gp_congestion=0.878
export IMPL_regMostFlops="current_state"
export IMPL_dp_worst_setup_slack_ps=-438
export IMPL_reg2reg_setup_slack_ps=470
export IMPL_max_slew_margin_pct=81.0
export IMPL_totalWireLength_um=998
export IMPL_topCellsByArea="dfxtp_1, a2111oi_4, inv_1"
export IMPL_grtUsageTotal_pct=3.11
export IMPL_warning_count=26
export IMPL_drive_gt1_share_pct=53.3
export IMPL_setup_viol=0
export IMPL_cts_tree="done"
export IMPL_coreArea_mm2=0.00342
export IMPL_wl_per_cell_um=9.42
export IMPL_pwr_density_cell_mw_per_mm2=654
export IMPL_yosys_register_bits=6
export IMPL_crit_type="flop to primary output"
export IMPL_ant_nets=0
export IMPL_setup_ws_ps=80.3
export IMPL_die_area_mm2=0.00640
export IMPL_io_buffers=9
export IMPL_timing_rr_start="current_state[14]"
export IMPL_leakagePower_nw=0.315
export IMPL_slew_viol_final=0
export IMPL_finalHoldViolations=0
export IMPL_async_flop_share_pct=0
export IMPL_grt_overflow=0
export IMPL_synth_cells=36
export IMPL_crit_path_end_kind="primary output"
export IMPL_hold_class="flop to flop"
export IMPL_area_delta_synth_final_pct=90.4
export IMPL_drc_errors=0
export IMPL_grt_first_pass_wirelength_um=1620
export IMPL_crit_fanout=4
export IMPL_cts_sinks=6
export IMPL_num_antenna_cells=0
export IMPL_via_per_inst=3.29
export IMPL_dieWidth_um=80
export IMPL_clkLatencyLatePin_ps=240
export IMPL_synth_cell_types=18
export IMPL_arrival_ps=1360
export IMPL_clk_pin_slew_ps=50
export IMPL_hp_start="current_state[4]"
export IMPL_drv_cap=0
export IMPL_ff_type="dfxtp_1"
export IMPL_grt_pass1_vias=367
export IMPL_ys_cells=36
export IMPL_vias=349
export IMPL_crit_start="current_state[13]"
export IMPL_status="finished, final reports clean"
export IMPL_worst_pin_slew_ps=284
export IMPL_synth_area_per_cell_um2=9.07
export IMPL_htreeDepth=1
export IMPL_drt_pass1_iterations=4
export IMPL_yosysWarningCount=2
export IMPL_netlist_area_um2=327
export IMPL_drtIter0Drc=10
export IMPL_hold_buffers=0
export IMPL_required_ps=1440
export IMPL_reg_top3="current_state: 6 flops"
what timing repair did:
action | CTS | global route
pin swaps | 2 | 3
gates cloned | 0 | 0
buffers inserted | 2 | 2
gates resized | 23 | 6
setup endpoints to repair | 4 | 3
endpoints found under the hold margin | 0 | 0
layout make-up:
cell class	count	area, um^2
timing repair buffer	21	165
sequential	6	124
clock buffer	3	22.5
multi-input combinational	23	226
inverter	7	26.3
tap	46	57.6
fill	388	2790
worst max-delay path, stage by stage (launching register included):
cell	delay (ps)
dfxtp_2	340
a22oi_2	160
nand3_2	100
inv_1	60
clkdlybuf4s50_1	450
layout by cell type (no fill, tap or decap), drive strengths merged, types with 2 or more instances in the layout:
cell	netlist	layout
clkbuf	0	4
nand3	3	3
dfxtp	6	6
nand2b	3	3
a21boi	2	2
a21o	2	2
buf	0	15
a22oi	2	2
clkdlybuf4s50	0	3
inv	7	7
nor2b	2	2
logic make-up after synthesis:
kind of cell | after synthesis | share of synthesized area, %
AND-OR/OR-AND | 13 | 37.9
AND/OR/NAND/NOR | 10 | 17.2
buffers and inverters | 7 | 8.04
flip-flops | 6 | 36.8
power breakdown:
group | total (mW) | switching (mW) | internal [mW]
registers | 0.161 | 0.0129 | 0.148
logic | 0.120 | 0.0463 | 0.0735
clock network | 0.126 | 0.0504 | 0.0756
total | 0.407 | 0.110 | 0.297
routing by layer:
layer  part of all wire (%)  vias to the layer above  track usage [%]
li1                       -                      176                -
met1                     48                      164             3.95
met2                     43                        7             4.57
met3                    8.1                        2             1.48
met4                    1.2                        0            0.880
met5                      0                        -                0
final timing paths:
check	end	depth (start not counted)
setup / recovery	grant[1]	4
hold / removal	current_state[4]	1
setup reg to reg	current_state[9]	7
hold reg to reg	current_state[4]	1
metrics by stage:
stage	std cells	TNS (ps)	utilization, %
detailed placement	99	-1460	15.6
global placement	99	-1450	15.6
global route	106	0	18.2
floorplan	36	0	-
finish	106	0	18.2
CTS	104	0	17.7
Power is estimated from default activity; no workload was simulated.
